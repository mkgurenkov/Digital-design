## flow/config.mk

```make
export PLATFORM = sky130hd
export DESIGN_NAME = mul
export DESIGN_NICKNAME = mul
export VERILOG_FILES = /design/flow/design.v
export SDC_FILE = /design/flow/constraint.sdc
export NUM_CORES = 4
export LEC_CHECK = 1
export CORE_UTILIZATION = 30
```

## flow/constraint.sdc

```tcl
current_design mul

set clk_period 5.1
set clk_io_pct 0.2

create_clock -name clk0 -period $clk_period [get_ports {clk}]

set non_clock_inputs [all_inputs -no_clocks]
set_input_delay [expr $clk_period * $clk_io_pct] -clock clk0 $non_clock_inputs
set_output_delay [expr $clk_period * $clk_io_pct] -clock clk0 [all_outputs]
```

## flow/design.v

```verilog
module mul(
    input [7:0] a_i,
    input [7:0] b_i,
    input start,
    input clk,
    input rst,
    output reg busy,
    output reg [15:0] result,
    output reg [15:0] sum_in_a,
    output reg [15:0] sum_in_b,
    input [15:0] sum_out
    );
    reg [2:0] ctr;
    reg [1:0] state, state_next;
    reg [7:0] a, b;
    localparam IDLE = 0;
    localparam SUM = 1;
    localparam INC = 2;
    always @(*) begin
        busy = (state != IDLE);
        sum_in_a = 0;
        sum_in_b = 0;
        state_next = state;
        case (state)
            IDLE: state_next = (start) ? SUM : IDLE;
            SUM: begin
                sum_in_a = ({16{b[ctr]}} & a) << ctr;
                sum_in_b = result;
                state_next = (ctr != 7) ? INC : IDLE;
            end
            INC: begin
                sum_in_a = ctr;
                sum_in_b = 1;
                state_next = SUM;
            end
        endcase
    end
    always @(posedge clk or posedge rst) begin
        if (rst) begin
            state <= IDLE;
            result <= 0;
            ctr <= 0;
            a <= 0;
            b <= 0;
        end else begin
            state <= state_next;
            case (state)
                IDLE: begin
                    if (start) begin
                        a <= a_i;
                        b <= b_i;
                    end
                end
                INC: begin
                    ctr <= sum_out;
                end
                SUM: begin
                    result <= sum_out;
                end
            endcase
        end
    end
endmodule
```

## flow/run.sh

```bash
#!/bin/bash
# OpenROAD 26Q1-2900-gdf79404cd8, Yosys 0.63+post, stock flow scripts
make -C /OpenROAD-flow-scripts/flow DESIGN_CONFIG=/design/flow/config.mk WORK_HOME=/design/flow/orfs finish
```

==> results.txt <==
outcome: completed
Layout area overhead: 44.4%
htree depth: 2
CP Capture Type: output port
cell total in the yosys stat output: 201
RSZ-0062 raised after global routing: no
global-route usage over all layers: 14.0%
pwr/cell area: 546 mW/mm^2
comb area leader: multiplexers
yosys aoi share: 8.61%
fa+ha+maj area frac: 2.31%
crit path DRT: 4080 ps
Log Warnings: 28
final setup TNS: 0 ps
share of layout cells above drive strength 1: 20.1%
Top area cell types: dfrtp_1, mux2_2, mux2i_1
routed length per instance: 13.9 um
Avg Vias per Cell: 4.60
relative slew slack: 49.7%
Top cell area share: 42.7%
DR vias: 1721
HPWL after DPL: 3.82 mm
Die Area: 0.00756 sq mm
setup bufs post-CTS: 0
CTS sink cnt: 37
Post-Syn Area: 0.00217 sq mm
Die X: 87.0 um
worst reg2reg startpoint: state[0]
LEAKAGE: 0.00129 uW
ANT cells: 0
critical path class: flop to output port
Simple Share, Synth: 14.3%
CTS hold repair buffers: 0
Gate Count Post-Synth: 201
# DRC: 0
f_max: 262 MHz
critical path startpoint: state[0]
Initial DRC Count: 64
CORE AREA: 0.00687 sq mm
Worst EP arrival: 2800 ps
reg2reg path depth: 5
Root Buffer: clkbuf_8
RR Endpoint: state[1]
Worst-path clk slew: 70 ps
Mapped Avg Cell Area: 10.8 sq um
r2r setup slk: 3240 ps
dpl ws: 1590 ps
Worst VDD drop: 195 uV
worst hold path depth: 1
final period utilization: 74.9%
Synth cell types: 37
RD Place Congestion: 0.796
Rows: 30
CTS tree: built
Final Skew: 5.27 ps
first-pass GRT wire length: 8.13 mm
post-route minimum period: 3820 ps
total iterations of the first detailed-routing run: 4
ANT nets after route: 0
Total Wirelength: 5.19 mm
XOR-XNOR Cells, Area Fraction: 0%
# setup viols final: 0
Die Ht: 87.0 um
Latency at later pin: 290 ps
MUX area fraction: 26.9%
Yosys warnings: 1
Worst Hold Class: flop to flop
Pins Over Slew Limit: 0
Synth Seq Share: 42.7%
largest net degree at the start of global routing: 38
post-route setup slack: 1280 ps
count of final hold-check violations: 0
number of global-route vias before repair: 1630
Filler cells: 649
Min Hold Slack: 504 ps
yosys synthesis chip area: 0.00217 sq mm
port bufs: 82
sequential cell area: 926 sq um
Max Cap Viol: 0
Initial Util: 31.5%
Worst-Margin Slew: 754 ps
initial antenna violation count: 0
Yosys top cell by area: dfrtp_1
worst hold start: b[1]
clk buf depth: 2
Hold Path End: b[1]
Critical Path Source Type: flop
Ports: 84
Max FO, Critical Path: 22
logic area: 0.00113 sq mm
grt ovf: 0
Flops after synth: 37
total CTS buffers: 5
final core occ: 45.5%
Post-CTS Resized: 0
area by class of cell:
type	count	area share, %
clock inverters	2	0.320
flip-flops and latches	37	29.6
inverters	6	0.720
multi-input cells	142	36.2
repair buffers	85	27.0
clock buffers	6	2.32
well taps	96	3.84
worst max path at each step:
| stage | to | slack [ps] | cells past startpoint |
|---|---|---|---|
| 4_1_cts | sum_in_a[5] | 1250 | 7 |
| 5_1_grt | sum_in_a[5] | 1010 | 7 |
| 6_report | sum_in_a[5] | 1280 | 7 |
placed cells by master, fill, tap and decap left out, types with 2 or more instances in the layout:
cell             instances
a21oi_1                  6
buf_4                    3
dfrtp_1                 37
clkbuf_8                 5
ha_1                     4
mux2_2                  38
inv_1                    6
o21ai_0                  7
and3_1                  15
mux2i_1                 14
o22ai_1                  2
nand3_1                  5
nor2_1                  10
nor2b_1                  3
clkdlybuf4s50_1         82
nand3b_1                 2
nand2_1                 16
clkinv_2                 2
o211ai_1                 2
state kept, by name, summed over array words and instances (netlist names):
signal  count
a           8
b           8
ctr         3
result     16
state       2
critical path, stage by stage, from the launching register on:
cell and delay [ps]:
dfrtp_1 400, inv_1 80, ha_1 690, nand2_1 230, a31oi_4 260, o211ai_2 140
o22ai_1 220, clkdlybuf4s50_1 490
synthesized netlist by cell type (all sizes together):
master and n:
ha 4, a21o 1, mux2i 14, a21oi 6, mux2 39, nor2b 3, and3 15, a311oi 1
a21boi 1, o211ai 3, and4 1, nand4 1, inv 6, a211oi 1, nand2 16, nand2b 1
a31oi 2, nand3 6, nor3 2, buf 8, nand3b 2, conb 1, nor2 10, o22a 1
o21ai 7, o22ai 2, a22oi 1, clkbuf 8, or2 1, dfrtp 37
where the power goes:
part	leakage (uW)	total (uW)	switching (uW)	internal, uW
Clock	0.0000450	201	106	94.8
Sequential	0.000436	594	153	441
Combinational	0.000806	915	366	548
Total	0.00129	1710	625	1080
through the flow:
| step | cells | power, uW | instance area [sq um] |
|---|---|---|---|
| after floorplan | 201 | 1150 | 2170 |
| after global placement | 366 | 1520 | 3050 |
| after detailed placement | 366 | 1530 | 3050 |
| after CTS | 374 | 1730 | 3130 |
| after global routing | 374 | 1850 | 3130 |
| final | 374 | 1710 | 3130 |
per-layer routing:
layer | GRT usage [%] | vias to the layer above | routed length (um)
met2 | 21.2 | 43 | 2340
li1 | - | 860 | -
met1 | 22.5 | 812 | 2550
met4 | 1.52 | 0 | 67
met5 | 0 | - | 0
met3 | 2.21 | 6 | 235
logic make-up (layout without fill, tap and decap cells):
| group | after synthesis | count (layout) |
|---|---|---|
| other | 1 | 1 |
| and+or+nand+nor | 58 | 58 |
| adders and majority gates | 4 | 4 |
| DFF | 37 | 37 |
| muxes | 53 | 53 |
| buffers and inverters | 22 | 99 |
| AOI/OAI and AO/OA | 26 | 26 |
Power is estimated from default activity; no workload was simulated.
