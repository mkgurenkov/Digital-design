--- flow/run.sh ---
#!/bin/bash
# OpenROAD 26Q1-2900-gdf79404cd8, Yosys 0.63+post, stock flow scripts
make -C /OpenROAD-flow-scripts/flow DESIGN_CONFIG=/design/flow/config.mk WORK_HOME=/design/flow/orfs finish
--- flow/config.mk ---
export PLATFORM = sky130hd
export DESIGN_NAME = sum
export DESIGN_NICKNAME = sum
export VERILOG_FILES = /design/flow/design.v
export SDC_FILE = /design/flow/constraint.sdc
export NUM_CORES = 4
export LEC_CHECK = 1
export CORE_AREA = 10 10 70 70
export DIE_AREA = 0 0 80 80
--- flow/constraint.sdc ---
current_design sum

set clk_period 13.2
set clk_io_pct 0.2

create_clock -name clk0 -period $clk_period

set non_clock_inputs [all_inputs -no_clocks]
set_input_delay [expr $clk_period * $clk_io_pct] -clock clk0 $non_clock_inputs
set_output_delay [expr $clk_period * $clk_io_pct] -clock clk0 [all_outputs]
--- flow/design.v ---
module sum(
    input [15:0] a,
    input [15:0] b,
    output [15:0] result
);
    assign result = a + b;
endmodule
==> flow_summary.json <==
{
  "synth.lib_cells_used.distinct": 27,
  "common_cells": "sky130_fd_sc_hd__a21oi_1 (17), sky130_fd_sc_hd__ha_1 (15), sky130_fd_sc_hd__xnor2_1 (10)",
  "hold_slack_ns": 6.31,
  "openroad.warnings": 32,
  "first_global_vias": 930,
  "timing.max_slew.rel_slack": 0.717,
  "grtUsageTotal": 0.0752,
  "flow.area_growth_from_synthesis_pct": 74.3,
  "place_congestion": 0.850,
  "power.combinational.fraction": 1.000,
  "fillerInstances": 356,
  "final_antenna_violating_net_count": 0,
  "drtPass1Iterations": 6,
  "timing.final.ws_setup_ns": 5.26,
  "whs_path_depth": 3,
  "worstHoldEndpoint": "result[0]",
  "layout-drive-gt1-share": 0.0274,
  "wirelength_mm": 2.40,
  "mean_syn_cell_area_um2": 7.39,
  "power.density_cell_area_nw_per_um2": 50.3,
  "cts_repair_resize_count": 0,
  "slew_violations": 0,
  "die_h_um": 80,
  "p_int_mw": 0.0404,
  "pin_count_of_the_biggest_net_entering_global_routing": 7,
  "remaining_drc_errors": 0,
  "seqPwrFrac": 0,
  "synth.top_cells.by_area": "sky130_fd_sc_hd__ha_1 (26%), sky130_fd_sc_hd__xnor2_1 (12%), sky130_fd_sc_hd__a21oi_1 (12%), sky130_fd_sc_hd__xor2_1 (6.0%), sky130_fd_sc_hd__o21ai_0 (5.5%)",
  "syn_inst": 98,
  "core_area_um2": 3420,
  "hold_path_origin": "b[0]",
  "final_hold_viol_count": 0,
  "yosys.stat.chipArea_um2": 724,
  "dr_total_vias": 889,
  "total_switching_power_mw": 0.0231,
  "initial_core_util": 0.212,
  "ctsHoldBuffers": 0,
  "ys_warn_count": 0,
  "mappedNetlistArea_um2": 724,
  "hp-class": "input pin to primary output",
  "critical_path.max_fanout": 3,
  "leakagePower_nw": 0.501,
  "grt_first_pass_wirelength_mm": 4.13,
  "run_status": "finished clean",
  "clkPwrFrac": 0,
  "layout.sequential_cells": 0,
  "initialDrtViolationCount": 29,
  "rows": 21,
  "antenna_found_initial": 0,
  "vias_per_cell": 4.63,
  "required_time_reported_for_the_critical_path_endpoint_ns": 10.56,
  "netlist.area_leader.share": 0.259,
  "finalClockPeriodUsage": 0.601,
  "power_switching_share": 0.364,
  "worst_ep_arrival_time_ns": 5.30,
  "biggest_area_consumer_among_synthesized_cells": "sky130_fd_sc_hd__ha_1",
  "post-synth-top-count-cell": "sky130_fd_sc_hd__a21oi_1",
  "sequential_to_total_area_share_from_yosys_stat": 0,
  "timing.critical_path.to_type": "primary output",
  "setup_repair_after_global_routing_missed_its_margin": "no",
  "area.sequential_um2": 0,
  "dieWidth_um": 80,
  "pre_cts_slack_ns": 5.23,
  "report.final.setup_viol": 0,
  "place.port_buffers": 48,
  "antenna_cells_inserted": 0,
  "ys_cells": 98,
  "floorplan.die_area_um2": 6400,
  "postCtsSetupRepairBufs": 0,
  "criticalPathCategory": "input pin to primary output",
  "maxCapViolations": 0,
  "routed_wire_length_per_instance_um": 12.5,
  "fmaxAchievable_mhz": 126,
  "design_power_total_mw": 0.0635,
  "start_kind": "input pin",
  "design.portCount": 48,
  "grt_overflow": 0,
  "detailedPlacementHpwl_mm": 2.21,
  "peakVddDrop_v": 0.0000134,
  "clockBufferCount": 0,
  "setup_total_negative_slack_ns": 0,
  "post-route-min-period_ns": 7.94,
  "worst_slew_pin_slew_ns": 0.420
}
[area by class of cell]
type	count	area (µm²)	share of cell area
timing repair buffer	48	480	0.381
tap	46	57.6	0.0456
multi-input combinational	95	713	0.565
inverter	3	11.3	0.00892
[stage by stage]
| stage | instance area, µm² | utilization | instances |
|---|---|---|---|
| 6_report | 1260 | 0.370 | 192 |
| 5_1_grt | 1260 | 0.370 | 192 |
| 4_1_cts | 1260 | 0.370 | 192 |
| 3_5_place_dp | 1260 | 0.370 | 192 |
| 3_3_place_gp | 1260 | 0.370 | 192 |
| 2_1_floorplan | 724 | - | 98 |
[layer usage]
| metal | vias up | GRT usage | wire length (µm) |
|---|---|---|---|
| met5 | - | 0 | 0 |
| met4 | 0 | 0 | 0 |
| met3 | 0 | 0.0148 | 182 |
| met2 | 29 | 0.124 | 1080 |
| met1 | 392 | 0.105 | 1140 |
| li1 | 468 | - | - |
[power by group through the flow]
stage	clock network, mW	logic [mW]	registers (mW)
5_1_grt	0	0.0716	0
4_1_cts	0	0.0650	0
6_report	0	0.0635	0
[placed cells by master, fill, tap and decap left out, types with 2 or more instances in the layout]
cell / n
sky130_fd_sc_hd__a21o_1: 2
sky130_fd_sc_hd__a21oi_1: 17
sky130_fd_sc_hd__clkdlybuf4s50_1: 48
sky130_fd_sc_hd__ha_1: 15
sky130_fd_sc_hd__inv_1: 3
sky130_fd_sc_hd__nand2_1: 9
sky130_fd_sc_hd__nand3_1: 4
sky130_fd_sc_hd__nor2_1: 2
sky130_fd_sc_hd__nor2b_1: 2
sky130_fd_sc_hd__nor3_1: 3
sky130_fd_sc_hd__o211ai_1: 3
sky130_fd_sc_hd__o21ai_0: 8
sky130_fd_sc_hd__o21bai_1: 2
sky130_fd_sc_hd__xnor2_1: 10
sky130_fd_sc_hd__xor2_1: 5
[how the worst max path moves through the flow]
stage	start	to	slack, ns
CTS	a[0]	result[14]	5.23
finish	a[0]	result[12]	5.26
global route	a[0]	result[10]	5.07
[worst max-delay path, stage by stage]
cell and delay [ns]:
sky130_fd_sc_hd__clkdlybuf4s50_1 0.40, sky130_fd_sc_hd__ha_1 0.22, sky130_fd_sc_hd__fa_1 0.40, sky130_fd_sc_hd__a21o_2 0.25
sky130_fd_sc_hd__a311oi_2 0.35, sky130_fd_sc_hd__nor3_1 0.14, sky130_fd_sc_hd__o41ai_2 0.25, sky130_fd_sc_hd__xnor2_1 0.16
sky130_fd_sc_hd__clkdlybuf4s50_1 0.49
[cell families after synthesis]
kind of cell               share of synthesized area
adders and majority gates                      0.287
AOI/OAI and AO/OA                              0.352
and+or+nand+nor                                0.150
xor gates and xnor gates                       0.181
buffers and inverters                         0.0155
muxes                                         0.0138
